**./config.mk**
```make
export PLATFORM = sky130hd
export DESIGN_NAME = Adder
export DESIGN_NICKNAME = Adder
export VERILOG_FILES = /design/flow/design.v
export SDC_FILE = /design/flow/constraint.sdc
export NUM_CORES = 4
export LEC_CHECK = 1
export CORE_AREA = 10 10 107 107
export DIE_AREA = 0 0 117 117
```
**./constraint.sdc**
```tcl
current_design Adder

set clk_period 15.5
set clk_io_pct 0.2

create_clock -name clk0 -period $clk_period

set non_clock_inputs [all_inputs -no_clocks]
set_input_delay [expr $clk_period * $clk_io_pct] -clock clk0 $non_clock_inputs
set_output_delay [expr $clk_period * $clk_io_pct] -clock clk0 [all_outputs]
```
**./design.v**
```verilog
module Adder (
	input [30:0] op1,
	input [30:0] op2,
	output [31:0] res);
	assign res = (op1 + op2);
endmodule
```
**./run.sh**
```bash
#!/bin/bash
# OpenROAD 26Q1-2900-gdf79404cd8, Yosys 0.63+post, stock flow scripts
make -C /OpenROAD-flow-scripts/flow DESIGN_CONFIG=/design/flow/config.mk WORK_HOME=/design/flow/orfs finish
```
==> results.py <==
# Auto-generated metrics
metrics = {
    "outcome": {
        "outcome": "complete, no violations",
    },
    "pwr": {
        "p_leak_nw": 1.17,
        "total_power_density_per_cell_area_nw_per_um2": 44.3,
        "worst_ir_drop_on_vdd_mv": 0.0131,
        "power_mw": 0.124,
    },
    "worst_hold_path": {
        "hold_wc_path_type": "primary input to primary output",
    },
    "timing": {
        "layout_min_cycle_time_ns": 9.07,
        "setup_viol": 0,
        "finalMaxSlewViolations": 0,
        "setup_repair_after_global_routing_missed_its_margin": "no",
        "timing_hold_violations_final": 0,
        "max_slew_margin": 0.673,
        "setup_slack_ns": 6.43,
        "worst-slew-pin-transition_ns": 0.491,
        "fmaxAchievable_mhz": 110,
        "finalSetupTns_ns": 0,
        "fin_crit_sh": 0.585,
    },
    "setup_path": {
        "cp_data_required_time_ns": 12.40,
        "critical_path.max_fanout": 3,
        "critical_path.startpoint_type": "primary input",
        "crit_path_end_kind": "primary output",
        "critPathArrivalTime_ns": 5.97,
        "startpoint_to_endpoint_class_of_the_critical_path": "primary input to primary output",
    },
    "floorplan": {
        "row_count": 35,
        "number_of_top_level_design_ports": 94,
        "initial_core_util": 0.191,
        "chip_footprint_um2": 13700,
        "die.size.y_um": 117,
        "die_w_um": 117,
        "core-area_um2": 9200,
    },
    "finish": {
        "final_layout_size_suffix_gt1_frac": 0.0265,
        "ff_count": 0,
        "seq_area_um2": 0,
        "layout_area_overhead_pct": 59.4,
        "layout.clock_buffers": 0,
    },
    "routing": {
        "dr_total_vias": 2157,
        "insertedDiodeCount": 0,
        "vias_per_inst": 4.79,
        "firstDrtPassIters": 4,
        "drtAntennaViolNets": 0,
        "routedWlPerCell_um": 14.3,
        "drtIter0Drc": 107,
        "drcViolationCount": 0,
        "finalWirelength_mm": 6.42,
    },
    "synthesis": {
        "synth_cell_types": 49,
        "yosysChipArea_um2": 1760,
        "postSynthAreaPerCell_um2": 6.95,
        "synth_area_um2": 1760,
        "sequential_cell_area_fraction_in_the_yosys_report": 0,
        "syn-instance-count": 253,
        "synthesis.yosys.warnings": 0,
        "synth.yosys.num_cells": 253,
    },
    "cts": {
        "postCtsSetupRepairBufs": 0,
        "post_cts_hold_buffer_count": 0,
        "post_cts_resize_count": 0,
    },
    "run": {
        "warnings": 32,
        "drv_cap": 0,
    },
    "global_routing": {
        "peak_usage_layer_in_the_global_routing_report": "met2",
        "grt_first_pass_wirelength_mm": 10.2,
        "grt_start_max_net_pins": 12,
        "grt_util_met3": 0.0243,
        "grt_antenna_before_repair": 0,
        "grt_use_met2": 0.149,
        "grt-ovfl-total": 0,
        "globalRouteMet1Util": 0.120,
        "via_count_of_the_first_global_routing_pass": 2120,
        "groute.usage.overall": 0.0897,
    },
    "place": {
        "routability_cong": 0.885,
        "place.port_buffers": 94,
        "pre_cts_worst_setup_slack_ns": 6.43,
        "hpwlAfterDp_mm": 5.70,
    },
}
==> routing by layer <==
layer  up-vias  wire [um]
li1       1128          -
met1       967       2850
met2        60       2970
met3         2        578
met4         0         21
met5         -          0
==> Yosys cell counts (all sizes together) (2+ instances only) <==
| library cell | number | area [um^2] |
|---|---|---|
| a31oi | 5 | 31.3 |
| and2 | 4 | 26.3 |
| o211ai | 5 | 42.5 |
| o311ai | 2 | 17.5 |
| nor2 | 19 | 73.8 |
| nor3b | 2 | 15.0 |
| a211o | 2 | 17.5 |
| clkbuf | 4 | 15.0 |
| a41oi | 2 | 17.5 |
| and3 | 3 | 18.8 |
| a311oi | 3 | 26.3 |
| buf | 4 | 20.0 |
| nand2b | 4 | 25.0 |
| o21a | 4 | 30.0 |
| inv | 8 | 30.0 |
| a211oi | 7 | 52.6 |
| nor2b | 4 | 25.0 |
| xor2 | 10 | 87.6 |
| a21o | 16 | 120 |
| nand4 | 3 | 18.8 |
| nand3 | 12 | 65.1 |
| xnor2 | 13 | 114 |
| o21ai | 15 | 75.1 |
| a21oi | 27 | 135 |
| ha | 31 | 388 |
| nand2 | 25 | 98.8 |
| nor3 | 3 | 15.0 |
==> stage by stage <==
step                hold slack (ns)  instances  instance area (um^2)  utilization
floorplan                      6.27        253                  1760            -
global placement               7.23        450                  2800        0.305
detailed placement             7.25        450                  2800        0.305
CTS                            7.24        450                  2800        0.305
global route                   7.28        450                  2800        0.305
finish                         7.23        450                  2800        0.305
==> critical path: stages <==
cell	delay, ns
clkdlybuf4s50_1	0.40
ha_1	0.23
fa_1	0.41
a21oi_1	0.28
o211ai_2	0.13
a311oi_1	0.48
or4_4	0.24
nand2_1	0.06
xor2_1	0.15
clkdlybuf4s50_1	0.48
==> final timing paths <==
path / start / to / slack (ns) / depth (start not counted)
worst max-delay path: op1[0] / res[24] / 6.43 / 10
worst min-delay path: op2[0] / res[0] / 7.23 / 3
==> cells in the final DEF, fill, tap and decap left out, drive strengths merged, types with 7 or more instances in the layout <==
cell            n
a211oi          7
a21o           16
a21oi          27
clkdlybuf4s50  94
ha             31
inv             8
nand2          25
nand3          12
nor2           19
o21ai          15
xnor2          13
xor2           10
==> layout make-up <==
type | instances | area (um^2)
inverter | 8 | 30.0
tap | 111 | 139
timing repair buffer | 94 | 941
multi-input combinational | 237 | 1690
fill | 993 | 6390
==> cells by family (layout without fill, tap and decap cells) <==
family / count (synthesis) / after routing / share of synthesized area
compound gates: 96 / 96 / 0.364
xor+xnor: 23 / 23 / 0.115
fa+ha+maj: 32 / 32 / 0.232
buf+inv: 16 / 102 / 0.0370
mux: 2 / 2 / 0.0121
simple gates: 84 / 84 / 0.240
==> power by group <==
| part | total, mW | switching [mW] | leakage (nW) | internal, mW |
|---|---|---|---|---|
| Sequential | 0 | 0 | 0 | 0 |
| Clock | 0 | 0 | 0 | 0 |
| Combinational | 0.124 | 0.0508 | 1.17 | 0.0733 |
Power is estimated from default activity; no workload was simulated.
